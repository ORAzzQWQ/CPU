**/design/flow/config.mk**
```make
export PLATFORM = sky130hd
export DESIGN_NAME = RegWrite_MUX
export DESIGN_NICKNAME = RegWrite_MUX
export VERILOG_FILES = /design/flow/design.v
export SDC_FILE = /design/flow/constraint.sdc
export NUM_CORES = 4
export LEC_CHECK = 1
export CORE_AREA = 10 10 88 88
export DIE_AREA = 0 0 98 98
```
**/design/flow/constraint.sdc**
```tcl
current_design RegWrite_MUX

set clk_period 1.0
set clk_io_pct 0.2

create_clock -name clk0 -period $clk_period

set non_clock_inputs [all_inputs -no_clocks]
set_input_delay [expr $clk_period * $clk_io_pct] -clock clk0 $non_clock_inputs
set_output_delay [expr $clk_period * $clk_io_pct] -clock clk0 [all_outputs]
```
**/design/flow/design.v**
```verilog
`timescale 1ns/1ps
module RegWrite_MUX (
    input           MemtoReg,
    input           PCSrc,
    input   [31:0]  pc2reg,
    input   [31:0]  ALU_result,
    input   [31:0]  Read_data,
    output  [31:0]  Write_data
);
    assign Write_data = (PCSrc) ? pc2reg : (MemtoReg) ? Read_data : ALU_result;
endmodule
```
**/design/flow/run.sh**
```bash
#!/bin/bash
# OpenROAD 26Q1-2900-gdf79404cd8, Yosys 0.63+post, stock flow scripts
make -C /OpenROAD-flow-scripts/flow DESIGN_CONFIG=/design/flow/config.mk WORK_HOME=/design/flow/orfs finish
```
==> impl_results.rst <==
Metrics
=======

.. list-table::
   :header-rows: 1

   * - Metric
     - Value
   * - Worst Hold Margin
     - 681.7 ps
   * - Worst Hold Launch
     - pc2reg[10]
   * - Synthesized area per cell
     - 6.677 µm²
   * - Post-synthesis cell area
     - 714.4 µm²
   * - Commonest non-fill, non-tap cell in the layout
     - sky130_fd_sc_hd__dlygate4sd2_1
   * - RSZ-0062 raised after global routing
     - true
   * - Final worst-path cycle share
     - 1.124
   * - Last weighted congestion value of the routability-driven placer
     - 0.7779
   * - Post-layout min period
     - 1124 ps
   * - Detail Placement HPWL
     - 3.839 mm
   * - Total routing resource utilization after global routing
     - 0.08454
   * - Final setup vio count
     - 28
   * - PD cells
     - 350.7 nW/µm²
   * - Count of TritonRoute iterations in the first routing pass
     - 3
   * - Die outline area
     - 9604 µm²
   * - Maximum number of pins on one net before global-route repair
     - 32
   * - Outcome
     - finished, violations left
   * - Number of cells in the yosys synthesis report
     - 107
   * - Count of mapped cells out of synthesis
     - 107
   * - Post-layout instance area
     - 1952 µm²
   * - Layout cells sized above 1
     - 0.2185
   * - Diodes inserted
     - 0
   * - Area fraction in full adders, half adders and majority gates
     - 0
   * - Yosys cell types
     - 8
   * - Number of buffers added to fix hold violations after cts
     - 0
   * - Measured slew at the worst slew-check pin
     - 169.4 ps
   * - Count of antenna-violating nets left after detailed routing
     - 0
   * - Count of buffers inserted at the top-level ports
     - 130
   * - Flops
     - 0
   * - Normalized max-slew margin
     - 0.8848
   * - Worst Path Class, Setup
     - in -> out
   * - Count of standard-cell rows
     - 28
   * - Register area share after synthesis
     - 0
   * - Number of max-capacitance violations reported
     - 0
   * - Synthesized chip area reported by yosys
     - 714.4 µm²
   * - Number of antenna violations at the first check in global routing
     - 0
   * - Share of the core filled with cells
     - 0.3297
   * - Chip Width
     - 98 µm
   * - Worst vdd ir
     - 0.1367 mV
   * - Synth Area in XOR/XNOR
     - 0
   * - Category of the worst setup path capture point
     - output pin
   * - Number of vias per cell after detailed routing
     - 3.879
   * - Crit path required time
     - 800 ps
   * - Post-route worst setup slack
     - -123.7 ps
   * - Via count
     - 1214
   * - Number of pins with negative max-slew slack in the final report
     - 0
   * - Core ar.
     - 5921 µm²
   * - Worst-path fanout max
     - 6
   * - Comb area leader
     - multiplexers
   * - AND-OR/OR-AND Cells, Area Fraction
     - 0.2347
   * - Destination of the worst hold path
     - Write_data[10]
   * - Area of placed instances
     - 2083 µm²
   * - Vert. Die Dim
     - 98 µm
   * - Timing-limited maximum frequency
     - 889.9 MHz
   * - DRC Markers
     - 0
   * - Top Layout Cells
     - sky130_fd_sc_hd__dlygate4sd2_1 (83), sky130_fd_sc_hd__nand2_1 (32), sky130_fd_sc_hd__buf_2 (32)
   * - Storage cell area
     - 0 µm²
   * - Tally of clock buffers in the finished layout
     - 0
   * - Aggregate negative setup slack
     - -1140 ps
   * - Boundary Pins
     - 130
   * - Violated checks
     - setup timing
   * - Reported leakage power
     - 1.083 nW
   * - Arr. time, crit path
     - 920 ps
   * - Average wire per standard cell
     - 14.55 µm
   * - Total routed wirelength
     - 4.553 mm
   * - Layout overhead on the synthesized area
     - 173.2%
   * - Via count of the first global-routing pass
     - 1227
   * - Initial detailed-routing violation count
     - 15
   * - Portion of netlist area occupied by mux cells
     - 0.4483
   * - Number of warnings printed during yosys synthesis
     - 0
   * - Total design power
     - 684.6 µW
   * - FP Core Util
     - 0.1207
   * - Final Hold Viols
     - 0
   * - Nature of the critical path startpoint
     - primary input
   * - Worst hold-check path type
     - in -> out
   * - Basic-gate share of the synthesized area counting and, or, nand and nor cells
     - 0.1681
   * - OpenROAD warning count
     - 34
   * - Number of instances on the worst hold path
     - 4
   * - Congestion Overflow GR
     - 0
   * - First-pass GRT wire length
     - 6.810 mm
==> critical path, stage by stage <==
cell and delay (ps):
sky130_fd_sc_hd__buf_12 110, sky130_fd_sc_hd__buf_12 130, sky130_fd_sc_hd__buf_6 120, sky130_fd_sc_hd__mux2i_2 140, sky130_fd_sc_hd__o21ai_2 100, sky130_fd_sc_hd__buf_2 120
==> Yosys cell counts <==
cell	count	share of area
sky130_fd_sc_hd__mux2i_1	32	0.45
sky130_fd_sc_hd__o21ai_1	28	0.20
sky130_fd_sc_hd__buf_6	1	0.016
sky130_fd_sc_hd__buf_12	3	0.084
sky130_fd_sc_hd__o21ai_0	2	0.014
sky130_fd_sc_hd__nand2_1	32	0.17
sky130_fd_sc_hd__buf_2	7	0.049
sky130_fd_sc_hd__o21ai_2	2	0.025
==> worst max path at each step <==
stage / endpoint / cells after the start / from
after CTS: Write_data[7] / 6 / MemtoReg
after global routing: Write_data[7] / 6 / MemtoReg
final: Write_data[7] / 6 / MemtoReg
==> layer usage <==
metal,GRT usage,part of all wire,vias up
met5,0,0,-
met3,0.03485,0.11,2
met1,0.1003,0.41,497
met4,0.004474,0.0059,0
li1,-,-,642
met2,0.1457,0.47,73
==> where the power goes <==
part,internal (mW),switching (mW),total (mW)
clock,0,0,0
sequential,0,0,0
combinational,0.456,0.229,0.685
==> per-stage QoR <==
step / worst slack [ps] / std cells
6_report: -123.7 / 313
5_1_grt: -159.4 / 313
3_3_place_gp: -578.0 / 308
4_1_cts: -138.0 / 313
3_5_place_dp: -576.4 / 308
2_1_floorplan: 97.46 / 107
==> layout make-up <==
| type | count | area (µm²) |
|---|---|---|
| fill | 691 | 3969 |
| multi-input combinational | 96 | 631.9 |
| tap | 75 | 93.84 |
| timing repair buffer | 142 | 1226 |
==> timing repair <==
item | in CTS | in global routing
pin swaps | 36 | 12
gates resized | 196 | 11
setup endpoints to repair | 32 | 32
buffers inserted | 4 | 0
gates cloned | 1 | 1
==> logic make-up after synthesis <==
kind of cell / after synthesis
muxes: 32
and+or+nand+nor: 32
buffers and inverters: 11
AOI/OAI and AO/OA: 32
Power figures rest on the tool's default switching activity, not on a simulated workload.
