--- flow/design.v ---
`timescale 1ns/1ps
module ALU (
    input [4:0] ALUOp,
    input [31:0] rs1_data,
    input [31:0] rs2_data,
    output reg [31:0] rd_data,
    output reg Branch_ALU
);
    always @* begin
        rd_data = 32'b0;
        Branch_ALU = 1'b0;
        case(ALUOp)
            5'b00001: begin
                rd_data = rs1_data + rs2_data;
            end
            5'b00010: begin
                rd_data = rs1_data - rs2_data;
            end
            5'b00011:begin
                rd_data = rs1_data << rs2_data[4:0];
            end
            5'b00100:begin
                rd_data[0] = $signed(rs1_data) < $signed(rs2_data);
            end
            5'b00101:begin
                rd_data[0] = rs1_data < rs2_data;
            end
            5'b00110:begin
                rd_data = rs1_data ^ rs2_data;
            end
            5'b00111:begin
                rd_data = rs1_data >> rs2_data[4:0];
            end
            5'b01000:begin
                rd_data = $signed(rs1_data) >>> rs2_data[4:0];
            end
            5'b01001:begin
                rd_data = rs1_data | rs2_data;
            end
            5'b01010:begin
                rd_data = rs1_data & rs2_data;
            end
            5'b01011:begin
                if(rs1_data == rs2_data) Branch_ALU = 1'b1;
                else Branch_ALU = 1'b0;
            end
            5'b01100:begin
                if(rs1_data != rs2_data) Branch_ALU = 1'b1;
                else Branch_ALU = 1'b0;
            end
            5'b01101:begin
                if($signed(rs1_data) < $signed(rs2_data)) Branch_ALU = 1'b1;
                else Branch_ALU = 1'b0;
            end
            5'b01110:begin
                if($signed(rs1_data) >= $signed(rs2_data)) Branch_ALU = 1'b1;
                else Branch_ALU = 1'b0;
            end
            5'b01111:begin
                if(rs1_data < rs2_data) Branch_ALU = 1;
                else Branch_ALU = 1'b0;
            end
            5'b10000:begin
                if(rs1_data >= rs2_data) Branch_ALU = 1'b1;
                else Branch_ALU = 1'b0;
            end
            5'b10001:begin
                rd_data = rs2_data;
            end
            default:begin
                rd_data = 32'b0;
                Branch_ALU = 1'b0;
            end
        endcase
    end
endmodule
--- flow/run.sh ---
#!/bin/bash
# OpenROAD 26Q1-2900-gdf79404cd8, Yosys 0.63+post, stock flow scripts
make -C /OpenROAD-flow-scripts/flow DESIGN_CONFIG=/design/flow/config.mk WORK_HOME=/design/flow/orfs finish
--- flow/config.mk ---
export PLATFORM = sky130hd
export DESIGN_NAME = ALU
export DESIGN_NICKNAME = ALU
export VERILOG_FILES = /design/flow/design.v
export SDC_FILE = /design/flow/constraint.sdc
export NUM_CORES = 4
export LEC_CHECK = 1
export CORE_UTILIZATION = 30
--- flow/constraint.sdc ---
current_design ALU

set clk_period 19.4
set clk_io_pct 0.2

create_clock -name clk0 -period $clk_period

set non_clock_inputs [all_inputs -no_clocks]
set_input_delay [expr $clk_period * $clk_io_pct] -clock clk0 $non_clock_inputs
set_output_delay [expr $clk_period * $clk_io_pct] -clock clk0 [all_outputs]
==> run summary <==
Status = complete, no violations
Comb power frac = 100.0%
Fin crit share = 65.5%
Total Power = 0.000289 W
Reg area = 0 µm²
Post-CTS Repair Setup Buffers = 0
# diodes = 0
Min Tclk post-route = 12.70 ns
Cell Type Count = 80
Residual DRC = 0
Final Hold Viols = 0
Die Span X = 173 µm
# hold bufs at CTS = 0
Critical path class = in -> out
Max FO, Critical Path = 30
Largest net degree at the start of global routing = 65
Tool warning count = 97
Final ANT Viol Nets = 0
Yosys top cell by area = ha_1
Final GP Congestion = 1.04
Sequential area share after synthesis = 0%
Yosys warns = 1
DR iter-0 viols = 1,549
Clk network pwr share = 0%
First-pass GRT wire length = 70,000 µm
Synth area leaders = ha_1, mux2i_1, a21oi_1
Final core occ = 35.0%
PD cells = 28.7 nW/µm²
Fmax = 0.0787 GHz
I/O Buffers = 102
GRT overflow = 0
Yosys stat area = 8790 µm²
Fillers = 3,121
MaxCap Viol Count = 0
Clock buffers = 0
Setup TNS Final = 0 ns
Startpoint types = input port
Drt first pass iters = 6
Via count = 11,500
HPWL Detailed = 37,500 µm
Switching Power = 0.000183 W
Slew margin rel. = 38.0%
Initial antenna violation count = 0
Flop Count = 0
Post-Synthesis Cells = 1,406
Total Routing Usage GR = 31.4%
HP Class = in -> out
Wire length per cell = 26.0 µm
Top cells by count = nor2_1, nand2_1, a21oi_1, ha_1, inv_1
Pleak = 4.26 nW
Row count = 62
Synth top cell by count = nor2_1
VDD IR max = 0.0121 mV
Sw Share = 63.3%
Synth Cell Area = 8790 µm²
Mean post-synth cell area = 6.25 µm²
Core Box Area = 28,800 µm²
Data arrival, critical path = 8.82 ns
Die Height = 173 µm
CP Data Required Time = 15.52 ns
Layout Area Growth over Synthesis = 14.6%
Max-slew violation count = 0
Drt via density = 6.32
Synth top area share = 13.8%
Number of global-route vias before repair = 10,500
Slew @ Worst Pin = 0.924 ns
Reg power frac = 0%
Number of cells in Yosys stat = 1,406
Crit end category = primary output
Internal power = 0.000106 W
Layout cells sized above 1 = 5.17%
Resized cells post-CTS = 0
Die footprint = 30,000 µm²
Routed wire length = 47,300 µm
I/O pins = 102
Setup violators final = 0
Unrepaired setup endpoints after global routing = no
Initial core utilization = 30.5%
[metrics by stage]
| stage | std cells | hold WS (ns) | instance area (µm²) | setup WS, ns |
|---|---|---|---|---|
| floorplan | 1406 | 7.87 | 8790 | 7.70 |
| global placement | 1815 | 8.88 | 10100 | 6.82 |
| detailed placement | 1815 | 8.86 | 10100 | 6.78 |
| CTS | 1815 | 8.87 | 10100 | 6.77 |
| global route | 1815 | 8.93 | 10100 | 6.37 |
| finish | 1815 | 8.88 | 10100 | 6.70 |
[metal layers]
layer / GRT usage, % / share of wire [%]
met1: 48.0 / 46
met5: 0 / 0
met2: 47.0 / 43
met3: 4.76 / 9.0
met4: 5.16 / 2.0
[final cells by class]
cell class | instances | area (µm²) | share of cell area (%)
tap | 384 | 480 | 4.77
multi-input combinational | 1197 | 7980 | 79.3
inverter | 103 | 387 | 3.84
timing repair buffer | 131 | 1220 | 12.1
[critical path, cell delays in order]
cell and delay, ns:
clkdlybuf4s50_1 0.45, buf_4 0.33, clkinv_1 0.43, ha_1 0.59
nor2_1 0.10, a211o_1 0.32, a2111oi_0 0.40, a211oi_1 0.19
o31ai_1 0.53, o221a_2 0.34, o21a_1 0.25, mux2i_1 0.22
o21ai_1 0.08, a211o_1 0.28, clkdlybuf4s50_1 0.40
[path summary, 6_finish.rpt]
kind / start / endpoint / slack (ns) / cells past startpoint
setup / recovery: rs2_data[4] / Branch_ALU / 6.70 / 15
hold / removal: rs2_data[3] / rd_data[25] / 8.88 / 4
[cells by family (layout without fill, tap and decap cells)]
logic type | Yosys count | count (layout) | share of synthesized area, %
AND-OR/OR-AND | 539 | 539 | 40.4
XOR/XNOR | 6 | 6 | 0.598
adder cells (fa/ha/maj) | 99 | 99 | 14.3
buffers and inverters | 209 | 234 | 9.23
AND/OR/NAND/NOR | 454 | 454 | 23.1
multiplexers | 99 | 99 | 12.4
[power by group through the flow]
stage                 clock [W]  combinational, W  sequential, W
after CTS                     0          0.000281              0
after global routing          0          0.000310              0
final                         0          0.000289              0
[cell usage in the layout, fill, tap and decap left out, drive strengths merged, types with 33 or more instances in the layout]
cell	n
mux2i	81
o21ai	139
a21oi	130
clkdlybuf4s50	98
nor2	164
nand2	140
ha	97
inv	101
buf	33
Power and IR drop assume default switching activity.
