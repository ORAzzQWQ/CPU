$ cat flow/run.sh
#!/bin/bash
# OpenROAD 26Q1-2900-gdf79404cd8, Yosys 0.63+post, stock flow scripts
make -C /OpenROAD-flow-scripts/flow DESIGN_CONFIG=/design/flow/config.mk WORK_HOME=/design/flow/orfs finish
$ cat flow/config.mk
export PLATFORM = sky130hd
export DESIGN_NAME = Branch_Unit
export DESIGN_NICKNAME = Branch_Unit
export VERILOG_FILES = /design/flow/design.v
export SDC_FILE = /design/flow/constraint.sdc
export NUM_CORES = 4
export LEC_CHECK = 1
export CORE_UTILIZATION = 50
$ cat flow/constraint.sdc
current_design Branch_Unit

set clk_period 17.6
set clk_io_pct 0.2

create_clock -name clk0 -period $clk_period

set non_clock_inputs [all_inputs -no_clocks]
set_input_delay [expr $clk_period * $clk_io_pct] -clock clk0 $non_clock_inputs
set_output_delay [expr $clk_period * $clk_io_pct] -clock clk0 [all_outputs]
$ cat flow/design.v
`timescale 1ns/1ps
module Branch_Unit(
    input   [31:0]  pc,
    input   [31:0]  imm,
    input           PCSrc,
    input           Branch_Ctrl,
    input           Branch_ALU,
    output  [31:0]  pc2reg,
    output  [31:0]  next_pc
);
    assign pc2reg = PCSrc ? (pc + imm) : (pc + 32'd4);
    assign next_pc = (Branch_Ctrl & Branch_ALU) ? (pc + imm) : (pc + 32'd4);
endmodule
==> flow_summary.json <==
{
  "diodes": 0,
  "fin_crit_sh": 0.581,
  "tool_warnings": 33,
  "post_cts_buffers": 0,
  "grt_antenna_before_repair": 0,
  "clockBufferCount": 0,
  "tightest_slew_ns": 0.829,
  "hold_start": "pc[0]",
  "ios": 131,
  "layout_min_cycle_time_ns": 10.22,
  "powerDensity_mw_per_mm2": 35.0,
  "finalPower_mw": 0.148,
  "fp.dieW_um": 78.1,
  "rows": 27,
  "endpoint_kind": "primary output",
  "vias": 3664,
  "drcViolationCount": 0,
  "drtIter0Drc": 182,
  "wl_per_cell_um": 15.0,
  "ys_seq_frac": 0,
  "max_freq_ghz": 0.0978,
  "area_growth_pct": 46.4,
  "ys_types": 48,
  "vias_per_cell": 5.81,
  "final-setup-viol-count": 0,
  "yosys.area.top_type": "ha_1",
  "ant_nets": 0,
  "dieArea_mm2": 0.00610,
  "path_class": "in -> out",
  "irDropWorstVdd_v": 0.0000269,
  "grt_pass1_wl_um": 15600,
  "ff_count": 0,
  "min_path_cells": 4,
  "io_buffers": 131,
  "crit_arrival_ns": 6.70,
  "ys_area_mm2": 0.00290,
  "synth_top_area_share": 0.138,
  "grt_max_degree": 37,
  "hold_end": "next_pc[0]",
  "gp_congestion": 0.971,
  "cts_resized": 0,
  "hold_path.class": "in -> out",
  "critPathMaxFanout": 7,
  "drive_gt1_frac": 0.0161,
  "dieHeight_um": 78.1,
  "regArea_um2": 0,
  "power.leakage_nw": 1.76,
  "dp_hpwl_um": 7850,
  "synth_stat.cells": 444,
  "startpoint_type": "primary input",
  "cp.required_ns": 14.08,
  "coreArea_mm2": 0.00554,
  "topCellsByArea": "ha_1 14%, a21oi_1 12%, xnor2_1 8.8%",
  "syn_avg_cell_area_um2": 6.53,
  "syn_area_mm2": 0.00290,
  "maxCapViolations": 0,
  "hold_violations": 0,
  "grt_usage": 0.313,
  "slew_viol_final": 0,
  "initial_core_util": 0.523,
  "grt_overflow": 0,
  "top_cells_by_count": "68 x a21oi_1, 49 x nor2_1, 47 x nand2_1",
  "fin_tns_setup_ns": 0,
  "grt_pass1_vias": 3302,
  "rsz0062_at_grt": "false",
  "syn_inst": 444,
  "relSlewSlack": 0.445,
  "drt_wl_total_um": 9480,
  "ctsHoldBuffers": 0,
  "first_pass_iters": 5,
  "ys_warn_count": 0,
  "outcome": "completed",
  "top_cell": "a21oi_1"
}
-- layer usage --
| layer | track usage | share of wire | vias up |
|---|---|---|---|
| li1 | - | - | 1868 |
| met1 | 0.449 | 0.47 | 1654 |
| met2 | 0.532 | 0.46 | 136 |
| met3 | 0.0295 | 0.061 | 6 |
| met4 | 0.0222 | 0.0058 | 0 |
| met5 | 0 | 0 | - |
-- how the worst max path moves through the flow --
stage / startpoint / cells past startpoint / endpoint
final: pc[2] / 10 / pc2reg[31]
after global routing: pc[8] / 11 / next_pc[30]
after CTS: pc[14] / 11 / pc2reg[31]
-- placed cells by master (no fill, tap or decap), drive strengths merged, types with 3 or more instances in the layout --
| cell | n |
|---|---|
| a21oi | 68 |
| o21bai | 7 |
| o21ai | 20 |
| and2 | 4 |
| a21boi | 5 |
| clkdlybuf4s50 | 131 |
| a21o | 12 |
| inv | 7 |
| mux2i | 24 |
| or3 | 6 |
| nand3 | 16 |
| ha | 32 |
| o21a | 5 |
| nand4 | 12 |
| xnor2 | 29 |
| xor2 | 26 |
| and4 | 5 |
| nand2 | 48 |
| o22ai | 3 |
| nor3 | 4 |
| a31oi | 6 |
| nor2 | 50 |
| and3 | 12 |
-- through the flow --
step	instances	utilization	worst slack, ns	hold slack (ns)	cell area, um2
6_report	631	0.766	7.38	8.00	4240
5_1_grt	631	0.766	7.07	8.05	4240
4_1_cts	631	0.766	7.38	8.01	4240
3_5_place_dp	631	0.766	7.38	8.02	4240
3_3_place_gp	631	0.766	7.36	7.98	4240
2_1_floorplan	444	-	8.65	7.06	2900
-- cell type report --
| class | count | area, um2 |
|---|---|---|
| Timing Repair Buffer | 133 | 1330 |
| Tap cell | 72 | 90.1 |
| Multi-Input combinational cell | 418 | 2800 |
| Fill cell | 397 | 1300 |
| Inverter | 8 | 30.0 |
-- worst max-delay path: stages --
cell and delay [ns]:
clkdlybuf4s50_1 0.54, ha_1 0.40, a21oi_1 0.11, o21ai_1 0.27, a31oi_1 0.21, o31a_1 0.39, o41ai_4 0.41, a21oi_1 0.07
or3_1 0.38, clkdlybuf4s50_1 0.40
-- power breakdown --
part           switching (mW)  total (mW)  internal, mW
sequential                  0           0             0
combinational          0.0664       0.148        0.0819
clock                       0           0             0
-- cells by family (layout without fill, tap and decap cells) --
group           after synthesis  count (layout)  synth area share
compound gates              139             139             0.291
xor+xnor                     55              55             0.166
fa+ha+maj                    33              33             0.145
buf+inv                      26             141            0.0350
mux                          26              26            0.0907
simple gates                165             165             0.272
Power and IR drop assume default switching activity.
